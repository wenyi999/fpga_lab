**./config.mk**
```make
export PLATFORM = sky130hd
export DESIGN_NAME = pipe_cu
export DESIGN_NICKNAME = pipe_cu
export VERILOG_FILES = /design/flow/design.v
export SDC_FILE = /design/flow/constraint.sdc
export NUM_CORES = 4
export LEC_CHECK = 1
export CORE_AREA = 10 10 79 79
export DIE_AREA = 0 0 89 89
```
**./constraint.sdc**
```tcl
current_design pipe_cu

set clk_period 4.3
set clk_io_pct 0.2

create_clock -name clk0 -period $clk_period

set non_clock_inputs [all_inputs -no_clocks]
set_input_delay [expr $clk_period * $clk_io_pct] -clock clk0 $non_clock_inputs
set_output_delay [expr $clk_period * $clk_io_pct] -clock clk0 [all_outputs]
```
**./design.v**
```verilog
module pipe_cu(op, func, rs, rt, ern, mrn, rsrtequ, ewreg, em2reg, mwreg, mm2reg,
	wpcir, wreg, m2reg, wmem, jal, aluimm, shift, regrt, sext, pcsource, fwda, fwdb, aluc);
	input            rsrtequ, ewreg, em2reg, mwreg, mm2reg;
	input      [4:0] rs, rt, ern, mrn;
	input      [5:0] op, func;
	output           wpcir, wreg, m2reg, wmem, jal, aluimm, shift, regrt, sext;
	output     [1:0] pcsource;
	output reg [1:0] fwda, fwdb;
	output     [3:0] aluc;
	wire r_type = op == 6'b000000;
	wire i_add = r_type & func == 6'b100000;
	wire i_sub = r_type & func == 6'b100010;
	wire i_and = r_type & func == 6'b100100;
	wire i_or  = r_type & func == 6'b100101;
	wire i_xor = r_type & func == 6'b100110;
	wire i_sll = r_type & func == 6'b000000;
	wire i_srl = r_type & func == 6'b000010;
	wire i_sra = r_type & func == 6'b000011;
	wire i_jr  = r_type & func == 6'b001000;
	wire i_addi = op == 6'b001000;
	wire i_andi = op == 6'b001100;
	wire i_ori  = op == 6'b001101;
	wire i_xori = op == 6'b001110;
	wire i_lw   = op == 6'b100011;
	wire i_sw   = op == 6'b101011;
	wire i_beq  = op == 6'b000100;
	wire i_bne  = op == 6'b000101;
	wire i_lui  = op == 6'b001111;
	wire i_j    = op == 6'b000010;
	wire i_jal  = op == 6'b000011;
	wire use_rs = i_add | i_sub | i_and | i_or | i_xor | i_jr | i_addi | i_andi | i_ori | i_xori
		| i_lw | i_sw | i_beq | i_bne;
	wire use_rt = i_add | i_sub | i_and | i_or | i_xor | i_sll | i_srl | i_sra | i_sw | i_beq | i_bne;
	wire load_use_hazard = ewreg & em2reg & (ern != 0) & ((use_rs & (ern == rs)) | (use_rt & (ern == rt)));
	assign wpcir = ~load_use_hazard;
	assign wreg = (i_add | i_sub | i_and | i_or | i_xor | i_sll | i_srl | i_sra
		| i_addi | i_andi | i_ori | i_xori | i_lw | i_lui | i_jal) & ~load_use_hazard;
	assign m2reg = i_lw;
	assign wmem = i_sw & ~load_use_hazard;
	assign jal = i_jal;
	assign aluimm = i_addi | i_andi | i_ori | i_xori | i_lw | i_sw | i_lui;
	assign shift = i_sll | i_srl | i_sra;
	assign regrt = i_addi | i_andi | i_ori | i_xori | i_lw | i_lui;
	assign sext = i_addi | i_lw | i_sw | i_beq | i_bne;
	assign pcsource[1] = i_jr | i_j | i_jal;
	assign pcsource[0] = (i_beq & rsrtequ) | (i_bne & ~rsrtequ) | i_j | i_jal;
	assign aluc[3] = i_sra;
	assign aluc[2] = i_sub | i_or | i_srl | i_sra | i_ori | i_beq | i_bne | i_lui;
	assign aluc[1] = i_xor | i_sll | i_srl | i_sra | i_xori | i_lui;
	assign aluc[0] = i_and | i_or | i_sll | i_srl | i_sra | i_andi | i_ori;
	always @(*) begin
		if (ewreg & ~em2reg & (ern != 0) & (ern == rs))
			fwda = 2'b01;  
		else if (mwreg & ~mm2reg & (mrn != 0) & (mrn == rs))
			fwda = 2'b10;  
		else if (mwreg & mm2reg & (mrn != 0) & (mrn == rs))
			fwda = 2'b11;  
		else
			fwda = 2'b00;  
	end
	always @(*) begin
		if (ewreg & ~em2reg & (ern != 0) & (ern == rt))
			fwdb = 2'b01;  
		else if (mwreg & ~mm2reg & (mrn != 0) & (mrn == rt))
			fwdb = 2'b10;  
		else if (mwreg & mm2reg & (mrn != 0) & (mrn == rt))
			fwdb = 2'b11;  
		else
			fwdb = 2'b00;  
	end
endmodule
```
**./run.sh**
```bash
#!/bin/bash
# OpenROAD 26Q1-2900-gdf79404cd8, Yosys 0.63+post, stock flow scripts
make -C /OpenROAD-flow-scripts/flow DESIGN_CONFIG=/design/flow/config.mk WORK_HOME=/design/flow/orfs finish
```
==> impl_metrics.csv <==
group,metric,value,unit
grt,grt_pass1_vias,1051,
synth,yosys-top-cells-count,"13 x nor2_1, 13 x nor3_1, 13 x xor2_1",
die,die_area,7920,um2
finish,drive_gt1_frac,0.0497,
synth,ys_sh_xor,0.232,
worst_setup_path,worstPathMaxFanout,4,
routing,drc_errors,0,
worst_setup_path,worstPathArrival,3.06,ns
routing,vias_per_cell,4.43,
timing,max_freq,0.255,GHz
worst_setup_path,cp.depth,7,
routing,ant_nets,0,
synth,synthAoiAreaFrac,0.265,
timing,max_slew_margin,0.763,
timing,rsz0062_at_grt,"false",
worst_setup_path,path_cells,"clkdlybuf4s50_1, or4_4, or2_4, o21bai_4, a211oi_2, nor3_1, clkdlybuf4s50_1",
routing,antenna-diode-count,0,
grt,grt_max_degree,12,
hold_path,hold_end,"fwdb[0]",
hold_path,hold_start,"mm2reg",
die,boundaryPins,56,
finish,flops,0,
worst_setup_path,crit_slowest_cell,"or4_4",
power,irDropWorstVdd,0.0194,mV
worst_setup_path,cp.required,3.44,ns
timing,drv_slew,0,
die,rows,25,
power,power_density,72.7,nW/um2
run,log.warning_count,32,
finish,fin_util,0.306,
hold_path,worstHoldPathCells,4,
timing,hold_violations,0,
placement,dpl.hpwl,2790,um
synth,synth_stat.cells,126,
worst_setup_path,critPathMaxStageDelay,0.57,ns
synth,logic_family,"simple AND/OR/NAND/NOR gates",
run,drv_cap,0,
grt,overflow,0,
synth,yosys.area_share.adder,0,
grt,grt_first_pass_wirelength,4950,um
synth,synth_area,793,um2
synth,synth_cell_type_count,39,
finish,flop_area,0,um2
die,coreArea,4660,um2
grt,antenna_found_initial,0,
power,p_leak,0.000502,uW
routing,initialDrtViolationCount,15,
synth,yosys-top-cells-area,"xor2_1 14%, xnor2_1 8.8%, nor3_1 8.2%, o21ai_0 6.9%, nor2_1 6.2%",
finish,clock_buffers,0,
hold_path,hp-class,"input pin to output port",
worst_setup_path,cpMostUsedCell,"clkdlybuf4s50_1",
timing,setup_viol,0,
worst_setup_path,path_class,"input pin to output port",
timing,fin_crit,3.92,ns
routing,num_vias,1040,
timing,final.setup.tns,0,ns
finish,nFillCells,495,
worst_setup_path,worstSetupStartpoint,"op[3]",
grt,grt_use_total,0.0763,
placement,io_buffers,56,
synth,yosys.area_share.simple,0.423,
placement,gp_congestion,0.818,
synth,synth_chip_area,793,um2
routing,route.met3.wl,121,um
clock_network,cts-resized-gates,0,
die,fp.dieW,89,um
routing,wirelength,3080,um
routing,drtPass1Iterations,4,
worst_setup_path,cp-end-kind,"output port",
routing,met1_length,1270,um
timing,finalCritPeriodShare,0.912,
timing,tightest_slew,0.351,ns
synth,synth_warnings,1,
finish,area_growth,79.5,%
worst_setup_path,startpoint_type,"input pin",
routing,topRoutingLayerUsed,"met4",
routing,wl_met2,1680,um
routing,wl_per_cell,13.1,um
clock_network,cts_setup_buffers,0,
synth,yosysTopAreaCellShare,0.144,
synth,synth_cells,126,
worst_setup_path,path_buffers,2,
clock_network,hold_buffers,0,
die,initCoreUtil,0.170,
synth,syn_avg_cell_area,6.30,um2
run_status,status,"finished, final reports clean",
synth,mux_area_frac,0.0126,
power,total_power,103,uW
synth,largest_area_cell,"xor2_1",
worst_setup_path,crit_family,"simple AND/OR/NAND/NOR gates",
die,fp.dieH,89,um
synth,ys_seq_share,0,
-- worst max path at each step --
stage      end
4_1_cts   wmem
5_1_grt   wreg
6_report  wmem
-- routing by layer --
metal	global-route usage	up-vias
met5	0	-
met4	0.00434	0
met3	0.0101	2
met2	0.136	19
met1	0.0996	458
li1	-	561
-- where the power goes --
| part | leakage, uW | switching (uW) | internal (uW) | total [uW] |
|---|---|---|---|---|
| sequential | 0 | 0 | 0 | 0 |
| combinational | 0.000502 | 42.9 | 60.6 | 103 |
| clock | 0 | 0 | 0 | 0 |
| total | 0.000502 | 42.9 | 60.6 | 103 |
-- layout make-up --
type | instances | area, um2 | area share
well taps | 54 | 67.6 | 0.0475
multi-input cells | 115 | 739 | 0.519
repair buffers | 61 | 598 | 0.420
inverters | 5 | 18.8 | 0.0132
-- logic make-up (layout without fill, tap and decap cells) --
logic type                Yosys count  count (layout)
and+or+nand+nor                    63              63
AOI/OAI and AO/OA                  30              30
xor gates and xnor gates           21              21
buffers and inverters              11              66
muxes                               1               1
-- worst min-delay path, cell delays in order --
cell	delay, ns
clkdlybuf4s50_1	0.40
o211ai_1	0.12
o21bai_1	0.07
clkdlybuf4s50_1	0.41
-- cells in the final DEF, fill, tap and decap left out, types with 2 or more instances in the layout --
| master | instances |
|---|---|
| o211ai_1 | 2 |
| nand3_1 | 5 |
| xnor2_1 | 8 |
| inv_1 | 5 |
| clkdlybuf4s50_1 | 56 |
| o21ai_0 | 11 |
| xor2_1 | 13 |
| nor2b_1 | 4 |
| o21bai_1 | 3 |
| nand2b_1 | 5 |
| nor3_1 | 13 |
| nor2_1 | 13 |
| buf_4 | 5 |
| nand2_1 | 10 |
| a21oi_1 | 4 |
| or3_1 | 2 |
| or4_1 | 2 |
-- per-stage QoR --
step	setup slack, ns	cell area (um2)	hold WS [ns]	cells
global route	0.173	1420	2.77	235
CTS	0.350	1420	2.74	235
global placement	0.317	1420	2.74	235
detailed placement	0.350	1420	2.73	235
finish	0.377	1420	2.72	235
floorplan	1.23	793	1.73	126
Power is estimated from default activity; no workload was simulated.
