<file path="./config.mk">
export PLATFORM = sky130hd
export DESIGN_NAME = sc_cu
export DESIGN_NICKNAME = sc_cu
export VERILOG_FILES = /design/flow/design.v
export SDC_FILE = /design/flow/constraint.sdc
export NUM_CORES = 4
export LEC_CHECK = 1
export CORE_AREA = 10 10 70 70
export DIE_AREA = 0 0 80 80
</file>
<file path="./constraint.sdc">
current_design sc_cu

set clk_period 4.0
set clk_io_pct 0.2

create_clock -name clk0 -period $clk_period

set non_clock_inputs [all_inputs -no_clocks]
set_input_delay [expr $clk_period * $clk_io_pct] -clock clk0 $non_clock_inputs
set_output_delay [expr $clk_period * $clk_io_pct] -clock clk0 [all_outputs]
</file>
<file path="./design.v">
module sc_cu(op, func, z, wmem, wreg, regrt, m2reg, aluc, shift, aluimm, pcsource, jal, sext);
	input  [5:0] op, func;
	input        z;
	output       wreg, regrt, jal, m2reg, shift, aluimm, sext, wmem;
	output [3:0] aluc;
	output [1:0] pcsource;
	wire r_type = op == 6'b000000;
	wire i_add = r_type & func == 6'b100000;
	wire i_sub = r_type & func == 6'b100010;
	wire i_and = r_type & func == 6'b100100;
	wire i_or  = r_type & func == 6'b100101;
	wire i_xor = r_type & func == 6'b100110;
	wire i_sll = r_type & func == 6'b000000;
	wire i_srl = r_type & func == 6'b000010;
	wire i_sra = r_type & func == 6'b000011;
	wire i_jr  = r_type & func == 6'b001000;
	wire i_addi = op == 6'b001000;
	wire i_andi = op == 6'b001100;
	wire i_ori  = op == 6'b001101;
	wire i_xori = op == 6'b001110;
	wire i_lw   = op == 6'b100011;
	wire i_sw   = op == 6'b101011;
	wire i_beq  = op == 6'b000100;
	wire i_bne  = op == 6'b000101;
	wire i_lui  = op == 6'b001111;
	wire i_j    = op == 6'b000010;
	wire i_jal  = op == 6'b000011;
	assign pcsource[1] = i_jr | i_j | i_jal;
	assign pcsource[0] = (i_beq & z) | (i_bne & ~z) | i_j | i_jal;
	assign aluc[3] = i_sra;
	assign aluc[2] = i_sub | i_or | i_srl | i_sra | i_ori | i_beq | i_bne | i_lui;
	assign aluc[1] = i_xor | i_sll | i_srl | i_sra | i_xori | i_lui;
	assign aluc[0] = i_and | i_or | i_sll | i_srl | i_sra | i_andi | i_ori;
	assign shift = i_sll | i_srl | i_sra ;
	assign aluimm = i_addi | i_andi | i_ori | i_xori | i_lw | i_sw | i_lui;
	assign sext = i_addi | i_lw | i_sw | i_beq | i_bne;
	assign wmem = i_sw;
	assign wreg = i_add | i_sub | i_and | i_or | i_xor | i_sll | i_srl | i_sra
		| i_addi | i_andi | i_ori | i_xori | i_lw | i_lui | i_jal;
	assign m2reg = i_lw;
	assign regrt = i_addi | i_andi | i_ori | i_xori | i_lw | i_lui;
	assign jal = i_jal;
endmodule
</file>
<file path="./run.sh">
#!/bin/bash
# OpenROAD 26Q1-2900-gdf79404cd8, Yosys 0.63+post, stock flow scripts
make -C /OpenROAD-flow-scripts/flow DESIGN_CONFIG=/design/flow/config.mk WORK_HOME=/design/flow/orfs finish
</file>
==> job_summary.md <==
### Metrics collected by this job

| Metric | Value |
|---|---|
| Outcome | finished, final reports clean |
| CP Data Required Time | 3.20 ns |
| Gpl congestion | 0.848 |
| Slew Limit Headroom | 71.9% |
| Fin util | 20.4% |
| Die W | 80 µm |
| Hold Path Class | in2out |
| Setup crit end kind | primary output |
| FILL cells | 394 |
| Routed WL | 1570 µm |
| Die y size | 80 µm |
| Slew @ Worst Pin | 0.420 ns |
| CP Max Fanout | 10 |
| DR iter-0 viols | 31 |
| # resized after CTS | 0 |
| Registers | 0 |
| Tot GR Track Use | 4.80% |
| VDD IR max | 17.5 µV |
| Total Power | 0.0000485 W |
| Yosys warning tally | 0 |
| Register area | 0 µm² |
| Layout clock buffers | 0 |
| WS Path Type | in2out |
| Drt via density | 3.85 |
| Post-synth top area cell | nor2_1 |
| Log Warnings | 32 |
| Pin count of the biggest net entering global routing | 15 |
| YS chip area | 413 µm² |
| Leakage Power | 0.224 nW |
| Vias in the first global route | 514 |
| N_diodes | 0 |
| Min cycle time layout | 3.62 ns |
| Largest type area fraction | 9.09% |
| Final setup violation count | 0 |
| Cell Count, Final, Fillers Out | 133 |
| Fin. max-slew vios | 0 |
| Distinct lib cells | 35 |
| CTS hold repair buffers | 0 |
| PortBufs | 27 |
| Via Count | 512 |
| Syn Area/Cell | 6.26 µm² |
| Max-Cap Viols | 0 |
| Synth-to-Final Area Change | 68.8% |
| Initial antenna violation count | 0 |
| RSZ-0062 raised after global routing | no |
| Final Hold Viols | 0 |
| Seq share, synth | 0% |
| Hpwl dp | 1310 µm |
| Post-CTS setup buffer count | 0 |
| Yosys simple share | 54.8% |
| Crit path launch type | primary input |
| Initial Util | 12.1% |
| Cell count listed in synth_stat.txt | 66 |
| Pwr dens | 69.6 mW/mm² |
| Synthesized cell area | 413 µm² |
| Hold slack | 2.61 ns |
| Share of post-route cells with drive strength above 1 | 6.90% |
| Final ANT Viol Nets | 0 |
| Global-route wire length before repair | 2570 µm |
| Post-Synthesis Cells | 66 |
| Fmax | 276 MHz |
| Worst EP arrival | 2.82 ns |
| XOR Share, Synth | 2.12% |
| Total core area | 0.00342 mm² |
| Io pins | 27 |
| Adder Share, Synth | 0% |
| Top area cell types | nor2_1 (9.1%), nand2_1 (6.4%), nand2b_1 (6.1%) |
| Die area | 0.00640 mm² |
| Post-Place Cells | 133 |
| Period utilization | 90.6% |
| Wirelength per Cell | 11.8 µm |
| Setup TNS Final | 0 ns |
| 1st-pass router iterations | 4 |
| Area fraction in mux cells | 5.15% |
| Remaining DRCs | 0 |
| FP Rows | 21 |
| Top logic family | simple AND/OR/NAND/NOR gates |
| Aoi share | 25.5% |
| Total grt overflow | 0 |
[critical path: stages]
cell and delay [ns]:
clkdlybuf4s50_1 0.62, nor4_4 0.37, nand3_1 0.17, nor4_1 0.33
clkdlybuf4s50_1 0.53
[per-layer routing]
metal | track usage, % | vias up | wire length (µm) | share of wire, %
met1 | 7.25 | 217 | 829 | 53
met4 | 0 | 0 | 0 | 0
li1 | - | 280 | - | -
met5 | 0 | - | 0 | 0
met2 | 6.98 | 15 | 630 | 40
met3 | 1.25 | 0 | 105 | 6.7
[kinds of logic after synthesis]
kind of cell | Yosys count
mux | 2
xor+xnor | 1
buf+inv | 8
simple gates | 39
compound gates | 16
[area by class of cell]
type | count | area [µm²] | share of cell area (%)
multi-input cells | 58 | 362 | 51.9
well taps | 46 | 57.6 | 8.26
repair buffers | 27 | 270 | 38.8
inverters | 2 | 7.51 | 1.08
[path summary, 6_finish.rpt]
path	from	end	depth (start not counted)
max	op[1]	aluc[3]	5
min	func[0]	aluc[3]	4
[layout by cell type (no fill, tap or decap), types with 2 or more instances in the layout]
cell type,n
nand2_1,7
nor2_1,10
nand2b_1,4
nor3_1,2
a21oi_1,3
o21ai_0,5
inv_1,2
nor4_1,4
clkdlybuf4s50_1,27
[synth_stat cells, drive strengths merged (2+ instances only)]
library cell   n
nand2b         4
nor4           5
buf            5
nor3           2
a21oi          4
o21ai          5
nand2          7
inv            2
nand3          2
nor2          10
and3           2
[power breakdown]
group / internal, W / leakage, nW / switching, W / total [W]
combinational: 0.0000261 / 0.224 / 0.0000224 / 0.0000485
clock: 0 / 0 / 0 / 0
sequential: 0 / 0 / 0 / 0
[per-stage QoR]
| stage | worst slack, ns | area, µm² |
|---|---|---|
| 5_1_grt | 0.234 | 697 |
| 4_1_cts | 0.377 | 697 |
| 6_report | 0.378 | 697 |
| 3_5_place_dp | 0.377 | 697 |
| 2_1_floorplan | 1.52 | 413 |
| 3_3_place_gp | 0.440 | 697 |
Power and IR drop assume default switching activity.
